$ cat ./config.mk
export PLATFORM = sky130hd
export DESIGN_NAME = cbus_crossbar
export DESIGN_NICKNAME = cbus_crossbar
export VERILOG_FILES = /design/flow/design.v
export SDC_FILE = /design/flow/constraint.sdc
export NUM_CORES = 4
export LEC_CHECK = 1
export CORE_AREA = 10 10 244 244
export DIE_AREA = 0 0 254 254
$ cat ./constraint.sdc
current_design cbus_crossbar

set clk_period 1.0
set clk_io_pct 0.2

create_clock -name clk0 -period $clk_period

set non_clock_inputs [all_inputs -no_clocks]
set_input_delay [expr $clk_period * $clk_io_pct] -clock clk0 $non_clock_inputs
set_output_delay [expr $clk_period * $clk_io_pct] -clock clk0 [all_outputs]
$ cat ./design.v
package config_pkg;
	parameter AREG_READ_PORTS = 1;
	parameter AREG_WRITE_PORTS = 1;
	parameter USE_CACHE = 1'b1;
	parameter USE_ICACHE = USE_CACHE;
	parameter USE_DCACHE = USE_CACHE;
	parameter ADD_LATENCY = 1'b1;
	parameter AXI_BURST_NUM = 16;
	parameter ICACHE_BITS = 3;
	parameter DCACHE_BITS = 3;
endpackage
module cbus_crossbar (
	input logic clk, reset,
	input logic valid,
	input logic [63:0] addr,
	input logic [63:0] wdata,
	input logic [1:0] burst,
	input logic [7:0] len,
	input logic [7:0] wstrobe,
	output logic [63:0] rdata,
	output logic ready,
	output logic last,
	output logic ram_valid,
	output logic [63:0] ram_addr,
	output logic [63:0] ram_wdata,
	output logic [1:0] ram_burst,
	output logic [7:0] ram_len,
	output logic [7:0] ram_wstrobe,
	input logic [63:0] ram_rdata,
	input logic ram_ready,
	input logic ram_last,
	output logic device_valid,
	output logic [63:0] device_addr,
	output logic [63:0] device_wdata,
	output logic device_wvalid,
	input logic [63:0] device_rdata,
	input logic device_ready,
	input logic device_last
);
	assign rdata = addr[31] ? ram_rdata : device_rdata;
	assign ready = addr[31] ? ram_ready : device_ready;
	assign last = addr[31] ? ram_last : device_last;
	assign ram_valid = addr[31] && valid;
	assign ram_addr = addr;
	assign ram_wdata = wdata;
	assign ram_burst = burst;
	assign ram_len = len;
	assign ram_wstrobe = wstrobe;
	assign device_valid = ~addr[31] && valid;
	assign device_addr = addr;
	assign device_wdata = wdata;
	assign device_wvalid = |wstrobe;
endmodule
$ cat ./run.sh
#!/bin/bash
# OpenROAD 26Q1-2900-gdf79404cd8, Yosys 0.63+post, stock flow scripts
make -C /OpenROAD-flow-scripts/flow DESIGN_CONFIG=/design/flow/config.mk WORK_HOME=/design/flow/orfs finish
==> summary.txt <==
Numbers from the implementation run.

The run finished, with violations left. The checks that failed: setup timing. The number of hold buffers added after CTS is 0.

The actual slew at the worst max-slew pin is ~0.3 ns. The power density normalized to cell area is approximately 380 nW/um^2. Post-synthesis, Yosys gives the total cell area as roughly 3000 um^2. The mean routed wirelength per cell is around 18 um. The via count of the first global-routing pass is ~2.9k. For this run, the slowest stage of the critical path takes 0.29 ns.

Dividing the detail-routed via count by the number of cells gives approximately 2.2. The layout-stage area growth over the synthesis result is 63.4%. The report lists the cells along the critical path as buf_16, buf_12, buf_16, buf_6, buf_6, mux2_4, buf_6. The vertical die size is approximately 250 um. The worst setup slack after layout is -0.447 ns. STA classifies the critical path startpoint as an input port. The area of the multi-input gates is about 1000 um^2. In this run the power spent charging and discharging nets is around 0.54 mW.

The count of instantiated cells in the yosys netlist is about 350. Entering global routing, the biggest net connects 9 pins. After filler insertion, the fill cell instance count of the layout stands at between 6k and 7k. The cell with the biggest individual delay on the critical path is sky130_fd_sc_hd__mux2_4.

The arrival time reported for the critical path endpoint is about 1.3 ns. Once the floorplan was initialized, standard cells occupied approximately 5.5% of the core. The worst min-delay path class is input port to primary output. The script computed the net switching share of total power as between 20% and 30%.

Looking at the setup timing report, the critical path kind is input port to primary output. The total of warnings raised by yosys is 0. The number of top-level pins is about 620. The worst-path maximum fanout is 8. The number of DRC markers after the initial detailed-route iteration is ~44. The mapped netlist covers just under 3000 um^2.

The top cell type by instance count after synthesis is sky130_fd_sc_hd__buf_4. The die outline width is between 200 and 300 um. The detailed router reported a total wirelength of approximately 19000 um.

The sum of negative setup slack is -19.17 ns. The instance tally after logic synthesis is around 350. The maximum vdd drop is just under 0.2 mV. Per the OpenROAD floorplan log, the area of the core is about 54000 um^2.

The number of rows created at floorplan is roughly 85. The leakage component of the power was reported as roughly 2.2 nW. Cells with a size suffix above 1 make up between 50% and 60% of the layout.

The detailed-router iteration count before antenna repair is 4. Per the post-route antenna check, the number of violating nets is 0. The cell type with the largest total area after synthesis is sky130_fd_sc_hd__buf_4. The count of endpoints failing setup in the final report is 69. After routing the design area is around 4800 um^2. The routed design could run at a clock period as short as approximately 1.4 ns.

The number of vias after detailed routing is ~2.3k. The combinational share of power is ~100%. Setup repair after global routing could not meet its margin everywhere. Per the layout report, the design carries 0 clock buffers. Per the run summary, max-cap violations total 0. The area of the chip is approximately 65000 um^2. In the post-synthesis netlist, the biggest area contributors are sky130_fd_sc_hd__buf_4 69%, sky130_fd_sc_hd__mux2_2 18%, sky130_fd_sc_hd__mux2_4 9.1%, sky130_fd_sc_hd__buf_6 1.5%, sky130_fd_sc_hd__buf_2 0.68%. Per the detailed placement report, the placed cell area equals approximately 4000 um^2.

The kind of end point of the critical path is a primary output. The most common cell type on the critical path is sky130_fd_sc_hd__buf_6. Summed over all routing layers, the global router reports a total usage of 5.34%.

The count of endpoints failing hold in the final timing report is 0. The flop count is 0. The commonest cells after synthesis are 274 x sky130_fd_sc_hd__buf_4, 48 x sky130_fd_sc_hd__mux2_2, 18 x sky130_fd_sc_hd__mux2_4. The post-synthesis average cell area is between 8 and 9 um^2. Checking max transition, the worst relative margin is between 70 and 80%. The internal power is roughly 1.3 mW.

The clock network accounts for 0% of the total power. After its last routability iteration, the placer logged a weighted congestion of ~0.8. In this run, distinct cell masters in the synthesized netlist total 9. The achievable clock frequency is roughly 690 MHz.

Sequential cells account for 0% of the total power. TritonRoute reported its final design rule violation total as 0. Port buffering added between 200 and 250 buffers. The fraction of the yosys area taken by sequential cells is 0%.

The first global-routing pass estimated 23100 um of wire. The initial antenna violation count is 3. The logs give a warning total of 37. The proportion of netlist area held by the largest area contributor is between 60% and 70%. The worst path required time is approximately 0.8 ns. The leftover overflow at the end of global routing is 0. The final timing summary puts the cycle share of the worst path at 145%. The layout report lists the combined flip-flop and latch area as 0 um^2.

The count of final max-slew check failures is 0. According to the dpl log, the detail-placed design has an HPWL of approximately 15000 um.
## repair_timing
| action | in CTS | in global routing |
|---|---|---|
| cloned | 7 | 0 |
| gates resized | 399 | 83 |
| pin swaps | 3 | 1 |
| endpoints found under the setup margin | 79 | 68 |
| setup buffers | 35 | 22 |
## path summary, 6_finish.rpt
path                  slack (ns)      from              end  cells after the start
worst max-delay path       -0.45  addr[31]         rdata[1]                      7
worst min-delay path        0.40  addr[19]  device_addr[19]                      0
## kinds of logic (layout without fill, tap and decap cells)
kind of cell | count (synthesis) | in the layout | synth area share (%)
and+or+nand+nor | 5 | 5 | 0.972
muxes | 66 | 66 | 27.4
buffers and inverters | 282 | 286 | 71.7
other | 0 | 1 | 0
## final cells by class
class | instances | share of cell area [%]
multi-input cells | 71 | 21.5
repair buffers | 286 | 60.5
well taps | 696 | 18.0
diodes | 1 | 0.0517
## power groups by stage
stage                   clock, mW  combinational (mW)  sequential, mW
final                 0.000000135                1.83               0
after CTS                       0                1.75               0
after global routing  0.000000134                1.96               0
## critical path, delay by kind of cell
| kind | cells | cell delay (ns) |
|---|---|---|
| buf+inv | 6 | 0.73 |
| mux | 1 | 0.29 |
## layout by cell type (no fill, tap or decap)
master	Yosys	routed
sky130_fd_sc_hd__nor4_4	0	1
sky130_fd_sc_hd__clkdlybuf4s50_1	0	46
sky130_fd_sc_hd__nor4_2	0	1
sky130_fd_sc_hd__buf_4	274	6
sky130_fd_sc_hd__buf_2	4	20
sky130_fd_sc_hd__buf_16	0	5
sky130_fd_sc_hd__buf_8	0	4
sky130_fd_sc_hd__clkdlybuf4s15_2	0	2
sky130_fd_sc_hd__mux2_2	48	1
sky130_fd_sc_hd__clkbuf_2	0	10
sky130_fd_sc_hd__mux2_4	18	65
sky130_fd_sc_hd__and2_4	0	1
sky130_fd_sc_hd__buf_6	4	89
sky130_fd_sc_hd__dlymetal6s2s_1	0	15
sky130_fd_sc_hd__diode_2	0	1
sky130_fd_sc_hd__nand2_1	1	1
sky130_fd_sc_hd__dlygate4sd2_1	0	81
sky130_fd_sc_hd__buf_12	0	7
sky130_fd_sc_hd__nor2b_1	1	1
sky130_fd_sc_hd__clkdlybuf4s15_1	0	1
## metal layers
layer | part of all wire [%] | vias up | GRT usage [%]
met5 | 0.28 | - | 0.634
met4 | 12 | 2 | 5.76
met3 | 23 | 129 | 4.73
met2 | 37 | 463 | 7.12
met1 | 28 | 853 | 4.47
li1 | - | 857 | -
## metrics by stage
stage	total power [mW]	std cells	util, %	setup WS [ns]	hold WS, ns
floorplan	0.946	353	-	-0.0511	0.446
global placement	1.51	996	7.37	-1.18	0.400
detailed placement	1.51	996	7.37	-1.12	0.400
CTS	1.75	1038	8.47	-0.476	0.400
global route	1.96	1054	8.96	-0.466	0.400
finish	1.83	1054	8.96	-0.447	0.400
No activity file was given, so power comes from the tool's default toggle rates.
